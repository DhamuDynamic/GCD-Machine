<file path="flow/config.mk">
export PLATFORM = sky130hd
export DESIGN_NAME = datapath
export DESIGN_NICKNAME = datapath
export VERILOG_FILES = /design/flow/design.v
export SDC_FILE = /design/flow/constraint.sdc
export NUM_CORES = 4
export LEC_CHECK = 1
export CORE_AREA = 10 10 112 112
export DIE_AREA = 0 0 122 122
</file>
<file path="flow/constraint.sdc">
current_design datapath

set clk_period 2.7
set clk_io_pct 0.2

create_clock -name clk0 -period $clk_period [get_ports {clk}]

set non_clock_inputs [all_inputs -no_clocks]
set_input_delay [expr $clk_period * $clk_io_pct] -clock clk0 $non_clock_inputs
set_output_delay [expr $clk_period * $clk_io_pct] -clock clk0 [all_outputs]
</file>
<file path="flow/design.v">
module datapath (clk,rst,in1,in2,a_sel,a_ld,b_sel,b_ld,op_enb,a_gt_b,a_lt_b,a_eq_b,out);
	input clk,rst;
	input [7:0] in1,in2;
	input a_sel,a_ld,b_sel,b_ld,op_enb;
	output a_gt_b,a_lt_b,a_eq_b;
	output [7:0] out;
	wire [7:0] tain,tbin,taout,tbout,t1,t2;
	subtractor s1(taout,tbout,t1);
	subtractor s2(tbout,taout,t2);
	mux m1(tain,a_sel,t1,in1);
	mux m2(tbin,b_sel,t2,in2);
	register r1(clk,rst,tain,a_ld,taout);
	register r2(clk,rst,tbin,b_ld,tbout);
	register r3(clk,rst,taout,op_enb,out);
	comparator c1(taout,tbout,a_gt_b,a_eq_b,a_lt_b);
endmodule
module comparator (a,b,a_gt_b,a_eq_b,a_lt_b);
	input [7:0] a,b;
	output reg a_gt_b,a_eq_b,a_lt_b;
	always @(a or b)
		begin
			if(a>b)
				{a_gt_b,a_eq_b,a_lt_b} <= 3'b100;
			else if(a==b)
				{a_gt_b,a_eq_b,a_lt_b} <= 3'b010;
			else
				{a_gt_b,a_eq_b,a_lt_b} <= 3'b001;
		end
endmodule
module register(clk,rst,din,ld,y);
	input clk,rst,ld;
	input [7:0] din;
	output reg [7:0] y;
	always @(posedge clk)
		begin
			if(rst)
				y <= 8'b0;
			else if(ld)
				y <= din;
		end
endmodule
module subtractor (in1,in2,out);
	input [7:0] in1,in2;
	output reg [7:0] out;
	always @(in1 or in2)
		begin
			out  <= in1 - in2;
		end
endmodule
module mux(y,sel,in0,in1);
	input [7:0] in0,in1;
	input sel;
	output reg [7:0] y;
	always @(sel or in0 or in1)
		begin
			if(sel == 0)
				y <= in0;
			else
				y <= in1;
		end
endmodule
</file>
<file path="flow/run.sh">
#!/bin/bash
# OpenROAD 26Q1-2900-gdf79404cd8, Yosys 0.63+post, stock flow scripts
make -C /OpenROAD-flow-scripts/flow DESIGN_CONFIG=/design/flow/config.mk WORK_HOME=/design/flow/orfs finish
</file>
==> results_slide.txt <==
Synthesis and Place & Route Summary

Clocking
  • TritonCTS clock tree: done
  • # clock sinks: 24
  • Longest Clk Path Bufs: 2
  • CTS clk-pin slew, worst paths: approximately 100 ps
  • H-tree depth: 1
  • CTS Hold Bufs: 0
  • Total CTS buffers: 3
  • Clock latency (worst-skew pair): ~270 ps
  • CTS root buf: clkbuf_8

Run status
  • Status: completed

Timing
  • Tcrit/Tclk final: 0.944
  • Rel. slew slack: 0.607
  • Final min period: 2550 ps
  • F_max: roughly 0.39 GHz
  • # setup viols final: 0
  • Clock skew: between 10 and 15 ps
  • Slew @ Worst Pin: roughly 590 ps
  • Endpoints failing hold: 0
  • Total Neg Setup Slack: 0 ps
  • Slew Viols, Final: 0
  • RSZ-0062 raised after global routing: no

Drt
  • Residual DRC: 0
  • DR WL/cell: 11.8 um
  • Drt pass-1 iters: 4
  • Via count: ~1500
  • DR vias/cell: approximately 4.0
  • Antenna fix cells: 0
  • Post-Route WL: approximately 4500 um
  • Detailed Route Iter0 Violations: roughly 73
  • ANT nets after route: 0

Critical path
  • Slowest CP cell: clkdlybuf4s50_1
  • Crit-path max FO: 6
  • Critical R2R Launch: r2.y[0]$_SDFFE_PP0P_
  • Endpoint class of the critical path: primary output
  • Worst reg2reg path depth: 10
  • CP cell instances: inv_1 > ha_1 > buf_4 > nand4_1 > nor2_2 > clkdlybuf4s50_1
  • CP arrival: about 2000 ps
  • CP peak stage delay: approximately 500 ps
  • Worst setup path category: flip-flop to primary output
  • Crit path launch: r2.y[3]$_SDFFE_PP0P_
  • Flop2flop setup slack: about 600 ps
  • FF-to-FF End: r2.y[4]$_SDFFE_PP0P_
  • Critical Path Source Type: flip-flop
  • Critical Path RT: 2160 ps
  • Critical Path End: a_eq_b

Die
  • Die X: approximately 120 um
  • DIE HEIGHT: about 120 um
  • FP Rows: 37
  • CORE AREA: between 10000 and 15000 um2
  • Die ar.: 14900 um2
  • Num ports: 34
  • FP Util: 0.166

Synth
  • Top cells by count: nor2_1, dfxtp_1, a21oi_1, ha_1, inv_1
  • Yosys chip area: 1700 um2
  • Post-synth top area cell: dfxtp_1
  • Mapped Avg Cell Area: slightly above 8 um2
  • Ys flop type: dfxtp_1
  • Register area share after synthesis: 0.283
  • Ys cells: 210
  • Netlist Area Pre-Place: around 1700 um2
  • Top cells, area: dfxtp_1, ha_1, nor2_1
  • Asr flop ratio synth: 0
  • Yosys warns: 4
  • Area share, top type: 0.283
  • Synth flops: 24
  • Most common cell in the netlist: nor2_1
  • Cell count after synthesis: between 200 and 250
  • Synth cell types: 35
  • Number of enable flip-flop cells: 0

Layout
  • Share of cells above drive strength 1: 0.136
  • FILL cells: between 1000 and 1500
  • Area grow syn2layout: 38.5%
  • Final non-filler cell total: 379

Power and ir drop
  • Leak: ~0.9 nW
  • Power Total: 1.27 mW
  • Pwr dens: 540 nW/um2
  • Max VDD drop: between 200 and 250 uV

Global routing
  • First-pass GRT wire length: 7210 um
  • Largest net degree at the start of global routing: 25
  • Initial antenna violation count: 0
  • Gr usage total: 0.0591
  • GRT Residual Overflow: 0
  • Vias in the first global route: between 1000 and 1500

Place
  • Port Buf Inserts: 33
  • Dpl hpwl: 3510 um
  • Dpl cells: between 300 and 400
  • Routability Congestion: 0.839

Worst hold path
  • Hold crit path type: flip-flop to flip-flop

Run
  • OpenROAD warning count: 34
  • Max-Cap Viols: 0
[logic make-up after synthesis]
family	after synthesis	share of synthesized area
and+or+nand+nor	68	0.199
AOI/OAI and AO/OA	49	0.180
buffers and inverters	30	0.0745
DFF	24	0.283
adders and majority gates	19	0.149
muxes	12	0.0723
xor gates and xnor gates	8	0.0413
[worst min path at each step]
stage                                 from                   end  slack (ps)  depth (start not counted)
final                 r3.y[7]$_SDFFE_PP0P_  r3.y[7]$_SDFFE_PP0P_         500                          2
after CTS             r3.y[7]$_SDFFE_PP0P_  r3.y[7]$_SDFFE_PP0P_         510                          2
after global routing  r3.y[7]$_SDFFE_PP0P_  r3.y[7]$_SDFFE_PP0P_         530                          2
[where the power goes]
group	internal, mW	switching, mW
combinational	0.276	0.258
sequential	0.387	0.0254
clock	0.198	0.124
[registers in the layout, summed over array words and instances (netlist names)]
name,flops
r1.y,8
r2.y,8
r3.y,8
[repair_timing]
item	CTS	global route
endpoints found under the setup margin	3	2
pin swaps	6	5
cloned	0	0
setup buffers	3	0
gates resized	15	4
[worst max-delay path: cells and delay by family (launching register included)]
kind / cells / cell delay, ps
fa+ha+maj: 1 / 310
simple gates: 2 / 350
flops: 1 / 370
buf+inv: 3 / 700
[cell type report]
type,count,area [um2],share of cell area
tap,136,170,0.0725
sequential,24,487,0.207
timing repair buffer,44,412,0.175
inverter,15,56.3,0.0240
clock buffer,3,41.3,0.0176
multi-input combinational,156,1150,0.490
clock inverter,1,30.0,0.0128
[through the flow]
stage          hold slack (ps)  instance area [um2]  worst slack (ps)  utilization
6_report                   504                 2350               151        0.229
5_1_grt                    526                 2350              14.0        0.229
4_1_cts                    512                 2320              42.3        0.227
3_5_place_dp               487                 2190              15.0        0.214
3_3_place_gp               474                 2190              48.9        0.214
2_1_floorplan              437                 1700               555            -
[layer usage]
layer,share of wire,up-vias,global-route usage,wire [um]
li1,-,786,-,-
met1,0.46,707,0.0768,2050
met2,0.49,28,0.102,2180
met3,0.050,2,0.0136,226
met4,0.0067,0,0.00373,30
met5,0,-,0,0
[layout by cell type (no fill, tap or decap), drive strengths merged, types with 10 or more instances in the layout]
cell type,synthesis,routed
inv,15,15
mux2i,10,10
a211oi,12,12
clkdlybuf4s50,0,31
ha,17,17
buf,5,11
dfxtp,24,24
o21ai,10,10
nor2,35,35
a21oi,20,20
Power and IR drop assume default switching activity.
